--- ./design.v ---
`timescale 1ns / 1ps
module func (
    input clk_i,
    input rst_i,
    input [7:0] a_bi,
    input [7:0] b_bi,
    input start_i,
    output busy_o,
    output reg [24:0] y_bo
);
  localparam IDLE = 1'b0;
  localparam WORK = 1'b1;
  reg state;
  wire busy_sqrt;
  wire busy_pow;
  wire [7:0] sqrt_res;
  wire [23:0] pow_res;
  sqrt sq (
      .clk_i(clk_i),
      .rst_i(rst_i),
      .x_bi(b_bi),
      .start_i(start_i),
      .busy_o(busy_sqrt),
      .y_bo(sqrt_res)
  );
  pow3 pow (
      .clk_i(clk_i),
      .rst_i(rst_i),
      .x_bi(a_bi),
      .start_i(start_i),
      .busy_o(busy_pow),
      .y_bo(pow_res)
  );
  assign busy_o = state;
  always @(posedge clk_i)
    if (rst_i) begin
      y_bo  <= 0;
      state <= IDLE;
    end else begin
      case (state)
        IDLE:
        if (start_i) begin
          state <= WORK;
          y_bo  <= 0;
        end
        WORK: begin
          if ((~busy_sqrt) & (~busy_pow)) begin
            state <= IDLE;
            y_bo  <= {{17{1'b0}}, sqrt_res} + pow_res;
          end
        end
      endcase
    end
endmodule
`timescale 1ns / 1ps
module mult (
    input clk_i,
    input rst_i,
    input [31:0] a_bi,
    input [31:0] b_bi,
    input start_i,
    output busy_o,
    output reg [63:0] y_bo
);
  localparam IDLE = 1'b0;
  localparam WORK = 1'b1;
  reg [4:0] ctr;
  wire end_step;
  wire [31:0] part_sum;
  wire [63:0] shifted_part_sum;
  reg [31:0] a, b;
  reg [63:0] part_res;
  reg state;
  assign part_sum = a & {32{b[ctr]}};
  assign shifted_part_sum = {{32{1'b0}}, part_sum} << ctr;
  assign end_step = (ctr == 5'h16);
  assign busy_o = state;
  always @(posedge clk_i)
    if (rst_i) begin
      ctr <= 0;
      part_res <= 0;
      y_bo <= 0;
      state <= IDLE;
    end else begin
      case (state)
        IDLE:
        if (start_i) begin
          state <= WORK;
          a <= a_bi;
          b <= b_bi;
          ctr <= 0;
          part_res <= 0;
        end
        WORK: begin
          if (end_step) begin
            state <= IDLE;
            y_bo  <= part_res;
          end
          part_res <= part_res + shifted_part_sum;
          ctr <= ctr + 1;
        end
      endcase
    end
endmodule
`timescale 1ns / 1ps
module pow3 (
    input clk_i,
    input rst_i,
    input [7:0] x_bi,
    input start_i,
    output busy_o,
    output reg [23:0] y_bo
);
  localparam IDLE = 0;
  localparam WORK = 1;
  localparam WAIT_MUL = 2;
  localparam WORK2 = 3;
  localparam RETURN_RES = 4;
  reg [23:0] tmp_res;
  reg [2:0] state;
  wire [31:0] mul_a;
  wire [31:0] mul_b;
  reg mul_start;
  wire mul_busy;
  wire [23:0] mul_result;
  assign mul_a  = {{24{1'b0}}, x_bi} | 32'b0;
  assign mul_b  = {{8{1'b0}}, tmp_res} | 32'b0;
  assign busy_o = (state != IDLE);
  mult m (
      .clk_i(clk_i),
      .rst_i(rst_i),
      .a_bi(mul_a),
      .b_bi(mul_b),
      .start_i(mul_start),
      .busy_o(mul_busy),
      .y_bo(mul_result)
  );
  always @(posedge clk_i)
    if (rst_i) begin
      y_bo <= 0;
      state <= IDLE;
      mul_start <= 0;
    end else begin
      case (state)
        IDLE:
        if (start_i) begin
          state <= WORK;
          tmp_res <= {{16{1'b0}}, x_bi};
          mul_start <= 1'b1;
          state <= WORK;
        end
        WORK: begin
          mul_start <= 0;
          state <= WAIT_MUL;
        end
        WAIT_MUL: begin
          if (~mul_busy) begin
            tmp_res <= mul_result;
            mul_start <= 1'b1;
            state <= WORK2;
          end
        end
        WORK2: begin
          mul_start <= 0;
          state <= RETURN_RES;
        end
        RETURN_RES: begin
          if (~mul_busy) begin
            tmp_res <= mul_result;
            state <= IDLE;
            y_bo <= mul_result;
          end
        end
      endcase
    end
endmodule
`timescale 1ns / 1ps
module sqrt(
        input clk_i,
        input rst_i,
        input [7:0] x_bi,
        input start_i,
        output busy_o,
        output reg [7:0] y_bo
    );
    localparam IDLE = 1'b0;
    localparam WORK = 1'b1;
    reg [7:0] x;
    reg [7:0] m;
    reg [7:0] y;
    wire [7:0] y_shifted;
    reg [7:0] b;
    reg state;
    wire end_step;
    wire [7:0] b_tmp;
    assign end_step = (m == 0);
    assign busy_o = state;
    assign y_shifted = y >> 1;
    assign b_tmp = y | m;
    always @(posedge clk_i)
        if (rst_i) begin
            y <= 0;
            y_bo <= 0;
            state <= IDLE;
        end
        else begin
            case (state)
            IDLE:
                if (start_i) begin
                    state <= WORK;
                    x <= x_bi;
                    m <= 8'b01000000;
                    b <= 0;
                    y_bo <= 0;
                    y <= 0;
                end
            WORK:
                if (end_step) begin
                    state <= IDLE;
                    y_bo <= y;
                end else begin
                    b <= b_tmp;
                    if (x >= b_tmp) begin
                        x <= x - b_tmp;
                        y <= y_shifted | m;
                    end
                    else begin
                        y <= y_shifted;
                    end
                    m <= m >> 2;
                end
            endcase
        end
endmodule
--- ./run.sh ---
#!/bin/bash
# OpenROAD 26Q1-2900-gdf79404cd8, Yosys 0.63+post, stock flow scripts
make -C /OpenROAD-flow-scripts/flow DESIGN_CONFIG=/design/flow/config.mk WORK_HOME=/design/flow/orfs finish
--- ./config.mk ---
export PLATFORM = sky130hd
export DESIGN_NAME = func
export DESIGN_NICKNAME = func
export VERILOG_FILES = /design/flow/design.v
export SDC_FILE = /design/flow/constraint.sdc
export NUM_CORES = 4
export LEC_CHECK = 1
export CORE_UTILIZATION = 50
--- ./constraint.sdc ---
current_design func

set clk_period 8.6
set clk_io_pct 0.2

create_clock -name clk0 -period $clk_period [get_ports {clk_i}]

set non_clock_inputs [all_inputs -no_clocks]
set_input_delay [expr $clk_period * $clk_io_pct] -clock clk0 $non_clock_inputs
set_output_delay [expr $clk_period * $clk_io_pct] -clock clk0 [all_outputs]
==> metrics.cfg <==
[setup_path]
cp_slowest_stage_delay_ns=0.79
critPathBufInv=1
crit_type=flop to flop
end_kind=flop
crit_chain=nand2b_1, o211ai_1, inv_2, nor4_2, mux2i_1, nor2_1, ha_1, nand3_1, nor3_1, a31oi_1, o41a_1, o31ai_2, o21a_1, or3_1, a211oi_1, nand3b_1
path_delay_family=simple AND/OR/NAND/NOR gates
cp_slowest_cell=dfxtp_1
critPathMaxFanout=22
cp.arrival_ns=4.74
worstPathRequired_ns=8.97
worstSetupStartpointType=flop

[yosys]
synth_xor_xnor_area_share_pct=4.381
synth_flops=191
ys_types=69
synthArstFlopShare_pct=0
synthCells=1035
yosys_most_used_dff=dfxtp_1
synth_area_um2=9597
ys_seq_share_pct=46.94
simple_gate_area_share_pct=19.43
muxShareOfSynthArea_pct=5.163
yosys_area_um2=9597
edf_count=68
top_logic_kind=simple AND/OR/NAND/NOR gates
synth_warnings=5
synth-adder-area-share_pct=5.711
top_area_share_pct=25.66
yosys-top-cells-area=dfxtp_1, edfxtp_1, nand2_1
yosys_cells=1035
ys_sh_aoi_pct=14.93
synth_area_leader_cell=dfxtp_1
postSynthAreaPerCell_um2=9.272

[global_routing]
grt.overflow.total=0
grt_max_degree=68
groute.usage.overall_pct=25.29
antenna_found_initial=0
first_global_vias=6949
grt_pass1_wl_mm=37.17

[pwr]
p_sw_mw=0.5739
power_switching_share_pct=28.22
p_comb_share_pct=9.6
peakVddDrop_uv=142.4
clkPwrFrac_pct=41.8
totalPowerFinal_mw=2.034
power_leakage_nw=3.813
p_int_mw=1.460
p_seq_share_pct=48.6
p_per_area_nw_per_um2=187.7

[placed_design]
portBuffers=44
place_hpwl_mm=16.26
gp_congestion=0.9560

[routing]
diodes=0
num_vias=7222
drt_iter0_markers=457
drc=0
ant_nets=0
drt_wl_total_mm=22.79
post_drt_wl_per_cell_um=17.50
firstDrtPassIters=5
viasPerCell=5.547

[timing]
fin_crit_sh_pct=50.76
slew_viol_final=0
fmax_ghz=0.2291
fin_tns_setup_ns=0
rsz0062_at_grt=no
finalSetupViolCount=0
fin_skew_ns=0.01506
tightest_slew_ns=0.8322
finalHoldViolCount=0
relSlewSlack_pct=44.52
period_needed_ns=4.365

[final_layout]
fill_cells=1657
area_growth_pct=12.87
layout-drive-gt1-share_pct=8.240
regArea_um2=4504
fin_util_pct=57.71
logic_area_um2=4771

[floorplanning]
io-pin-count=45
dieHeight_um=140.5
die_x_um=140.5
chipArea_um2=19750
fp.coreArea_um2=18770
num_rows=50
fp_util_pct=51.13

[cts]
path_clk_slew_ns=0.09
insertion_delay_ns=0.44
clock-sinks=191
ctsHoldBuffers=0
htreeDepth=4
cts_tree=done
cts_resized=0
root_buffer=clkbuf_16
cts_buffer_depth=2
postCtsSetupRepairBufs=0
numCtsBuffers=17

[min_path]
hold_class=flop to flop

[run_status]
status=finished clean

[run]
maxCapViolCount=0
warnings=26

synth_stat cells (all sizes together) (10+ instances only):
library cell and n:
nand2 167, dfxtp 123, a21oi 117, nor2 102
edfxtp 68, clkbuf 41, ha 39, o21ai 37
xnor2 32, nand3 30, nor3 25, and2 23
inv 22, mux2 18, nor3b 17, xor2 16
buf 13, nand2b 11, mux2i 10
routing by layer:
metal / GRT usage [%] / wire length, um
met1: 40.54 / 11130
met2: 38.61 / 10360
met3: 4.458 / 926
met4: 3.661 / 368
met5: 0 / 0
path summary, 6_finish.rpt:
check,from,to,slack (ns),depth (start not counted)
setup reg to reg,pow.m.ctr[3]$_SDFFE_PP0P_,pow.m.part_res[23]$_SDFFE_PP0P_,4.23,16
setup / recovery,pow.m.ctr[3]$_SDFFE_PP0P_,pow.m.part_res[23]$_SDFFE_PP0P_,4.23,16
hold reg to reg,pow.tmp_res[10]$_SDFFCE_PP0P_,pow.m.b[10]$_DFFE_PP_,0.41,0
hold / removal,pow.tmp_res[10]$_SDFFCE_PP0P_,pow.m.b[10]$_DFFE_PP_,0.41,0
stage by stage:
| stage | cell area [um^2] | hold WS, ns | setup WS [ns] | instances |
|---|---|---|---|---|
| after floorplan | 9597 | 0.4003 | 3.648 | 1035 |
| after global placement | 10180 | 0.4011 | 4.307 | 1270 |
| after detailed placement | 10180 | 0.4045 | 4.255 | 1270 |
| after CTS | 10830 | 0.4147 | 4.244 | 1302 |
| after global routing | 10830 | 0.4171 | 3.815 | 1302 |
| final | 10830 | 0.4124 | 4.235 | 1302 |
cell usage in the layout, fill, tap and decap left out, drive strengths merged, types with 23 or more instances in the layout:
| cell | instances |
|---|---|
| clkdlybuf4s50 | 43 |
| o21ai | 37 |
| and2 | 23 |
| dfxtp | 123 |
| xnor2 | 32 |
| nand2 | 167 |
| inv | 33 |
| a21oi | 117 |
| nor3 | 25 |
| ha | 39 |
| edfxtp | 68 |
| nor2 | 102 |
| nand3 | 30 |
state kept, by name, indices dropped and copies added, names as in the netlist:
| register | count |
|---|---|
| pow.m.a | 8 |
| pow.m.b | 24 |
| pow.m.ctr | 5 |
| pow.m.part_res | 24 |
| pow.m.state | 1 |
| pow.m.y_bo | 24 |
| pow.mul_start | 1 |
| pow.state | 3 |
| pow.tmp_res | 24 |
| pow.y_bo | 24 |
| sq.m | 4 |
| sq.state | 1 |
| sq.x | 8 |
| sq.y | 7 |
| sq.y_bo | 7 |
| state | 1 |
| y_bo | 25 |
power groups by stage:
stage / registers, mW / logic [mW] / clock network, mW
finish: 0.989 / 0.195 / 0.850
global route: 0.994 / 0.217 / 0.903
CTS: 0.990 / 0.196 / 0.864
logic make-up (layout without fill, tap and decap cells):
group                      after synthesis  count (layout)
xor gates and xnor gates                48              48
AOI/OAI and AO/OA                      231             231
adders and majority gates               42              42
muxes                                   36              36
DFF                                    191             191
buffers and inverters                   78             111
and+or+nand+nor                        409             409
final cells by class:
| type | instances | area share [%] |
|---|---|---|
| multi-input combinational | 766 | 44.05 |
| sequential | 191 | 41.58 |
| timing repair buffer | 55 | 4.805 |
| clock buffer | 17 | 3.927 |
| tap | 234 | 2.703 |
| clock inverter | 15 | 2.102 |
| inverter | 24 | 0.8317 |
worst register-to-register path: cells and delay by family, from the launching register on:
| family | cells | cell delay [ns] |
|---|---|---|
| AND-OR/OR-AND | 6 | 1.41 |
| flip-flops | 1 | 0.79 |
| buffers and inverters | 1 | 0.14 |
| AND/OR/NAND/NOR | 7 | 1.52 |
| multiplexers | 1 | 0.13 |
| adder cells (fa/ha/maj) | 1 | 0.31 |
No activity file was given, so power comes from the tool's default toggle rates.
